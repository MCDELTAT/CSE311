==> /design/flow/design.v <==
`timescale 1ns / 1ps
module car_detector(
	input wire clk, res,
	input wire sensorA,
	input wire sensorB,
	output wire [3:0] car_count
);
localparam abUnblocked=2'b00, aBlocked=2'b01, abBlocked=2'b10, bBlocked=2'b11;
reg [1:0] current_state;
reg increase, decrease;
reg [3:0] count = 0;
initial begin
	increase = 0;
	decrease = 0;
	current_state = 0;
end
always@(posedge clk, posedge res) begin
	if (res) 
		current_state <= abUnblocked;
	else
		begin
			increase <= 0;
			decrease <= 0;
			case(current_state)
				abUnblocked: if ({sensorA,sensorB} == 2'b10) begin
									current_state <= aBlocked;
								 end	 
								 else if ({sensorA,sensorB} == 2'b01) begin
									current_state <= bBlocked;
								 end
								 else if ({sensorA,sensorB} == 2'b00) begin
									current_state <= abUnblocked;  
								 end
				aBlocked: 	 if ({sensorA,sensorB} == 2'b10) begin
									current_state <= aBlocked;  
								 end	 
								 else if ({sensorA,sensorB} == 2'b11) begin
									current_state <= abBlocked;
								 end
								 else if ({sensorA,sensorB} == 2'b00) begin
									current_state <= abUnblocked; 
									decrease <= 1;  
								 end
				abBlocked: 	 if ({sensorA,sensorB} == 2'b10) begin
									current_state <= aBlocked;
								 end	 
								 else if ({sensorA,sensorB} == 2'b11) begin
									current_state <= abBlocked;  
								 end
								 else if ({sensorA,sensorB} == 2'b01) begin
									current_state <= bBlocked; 
								 end
				bBlocked: 	 if ({sensorA,sensorB} == 2'b00) begin
									current_state <= abUnblocked;
									increase <= 1;
								 end	 
								 else if ({sensorA,sensorB} == 2'b11) begin
									current_state <= abBlocked;
								 end
								 else if ({sensorA,sensorB} == 2'b01) begin
									current_state <= bBlocked;  
								 end
				default: current_state <= abUnblocked;
			endcase
	if(increase)
		count <= count + 1'b1;  
	else if(decrease)
		count <= count - 1'b1;  
	end  
end  
assign car_count = count;
endmodule
module debouncer
   (
    input wire clk, reset,
    input wire sw,
    output reg db
   );
   localparam  [2:0]
               zero    = 3'b000,
               wait1_1 = 3'b001,
               wait1_2 = 3'b010,
               wait1_3 = 3'b011,
               one     = 3'b100,
               wait0_1 = 3'b101,
               wait0_2 = 3'b110,
               wait0_3 = 3'b111;
   localparam N =19;
   reg [N-1:0] q_reg;
   wire [N-1:0] q_next;
   wire m_tick;
   reg [2:0] state_reg, state_next;
   always @(posedge clk)
      q_reg <= q_next;
   assign q_next = q_reg + 1;
   assign m_tick = (q_reg==0) ? 1'b1 : 1'b0;
    always @(posedge clk, posedge reset)
       if (reset)
          state_reg <= zero;
       else
          state_reg <= state_next;
   always @*
   begin
      state_next = state_reg;   
      db = 1'b0;                
      case (state_reg)
         zero:
            if (sw)
               state_next = wait1_1;
         wait1_1:
            if (~sw)
               state_next = zero;
            else
               if (m_tick)
                  state_next = wait1_2;
         wait1_2:
            if (~sw)
               state_next = zero;
            else
               if (m_tick)
                  state_next = wait1_3;
         wait1_3:
            if (~sw)
               state_next = zero;
            else
               if (m_tick)
                  state_next = one;
         one:
            begin
              db = 1'b1;
              if (~sw)
                 state_next = wait0_1;
            end
         wait0_1:
            begin
               db = 1'b1;
               if (sw)
                  state_next = one;
               else
                 if (m_tick)
                    state_next = wait0_2;
            end
         wait0_2:
            begin
               db = 1'b1;
               if (sw)
                  state_next = one;
               else
                 if (m_tick)
                    state_next = wait0_3;
            end
         wait0_3:
            begin
               db = 1'b1;
               if (sw)
                  state_next = one;
               else
                 if (m_tick)
                    state_next = zero;
            end
         default: state_next = zero;
      endcase
   end
endmodule
module sevenSegValue (
	input wire [3:0] d_in,
	output reg [3:0] an,   
  output reg [7:0] sseg  
);
   always @*
   begin
      case(d_in)
         4'b0000: sseg[7:0] = 8'b00000011;
         4'b0001: sseg[7:0] = 8'b10011111;
         4'b0010: sseg[7:0] = 8'b00100101;
         4'b0011: sseg[7:0] = 8'b00001101;
         4'b0100: sseg[7:0] = 8'b10011001;
         4'b0101: sseg[7:0] = 8'b01001001;
         4'b0110: sseg[7:0] = 8'b01000001;
         4'b0111: sseg[7:0] = 8'b00011111;
         4'b1000: sseg[7:0] = 8'b00000001;
         4'b1001: sseg[7:0] = 8'b00001001;
         default: sseg[7:0] = 8'b01110001;   
     endcase
	  an = 4'b1110;  
   end
endmodule
`timescale 1ns / 1ps
module top(
	input wire clk, reset,
	input wire sensorA,
	input wire sensorB,
	output wire sensorAdb,
	output wire sensorBdb,
	output wire [3:0] enable,   
   output wire [7:0] sseg  
);
wire [3:0] counter;
debouncer dbA (
	.clk (clk),
	.reset (reset),
	.sw (sensorA),
	.db (sensorAdb)
);
debouncer dbB (
	.clk (clk),
	.reset (reset),
	.sw (sensorB),
	.db (sensorBdb)
);
car_detector count1(
	.clk (clk),
	.res (reset),
	.sensorA (sensorAdb),
	.sensorB (sensorBdb),
	.car_count (counter)
);
sevenSegValue  brd1(
	.d_in (counter),
	.an (enable),
	.sseg (sseg)
);
endmodule
==> /design/flow/run.sh <==
#!/bin/bash
# OpenROAD 26Q1-2900-gdf79404cd8, Yosys 0.63+post, stock flow scripts
make -C /OpenROAD-flow-scripts/flow DESIGN_CONFIG=/design/flow/config.mk WORK_HOME=/design/flow/orfs finish
==> /design/flow/config.mk <==
export PLATFORM = sky130hd
export DESIGN_NAME = top
export DESIGN_NICKNAME = top
export VERILOG_FILES = /design/flow/design.v
export SDC_FILE = /design/flow/constraint.sdc
export NUM_CORES = 4
export LEC_CHECK = 1
export CORE_UTILIZATION = 30
==> /design/flow/constraint.sdc <==
current_design top

set clk_period 2.8
set clk_io_pct 0.2

create_clock -name clk0 -period $clk_period [get_ports {clk}]

set non_clock_inputs [all_inputs -no_clocks]
set_input_delay [expr $clk_period * $clk_io_pct] -clock clk0 $non_clock_inputs
set_output_delay [expr $clk_period * $clk_io_pct] -clock clk0 [all_outputs]
==> load_flow_metrics.sql <==
-- flow metrics import
INSERT INTO impl_metrics (metric_group, metric, value, unit) VALUES
('synthesis', 'yosys.area_share.adder', '5.59', '%'),
('clocking', 'htree_levels', '3', ''),
('outcome', 'run_status', 'finished, final reports clean', ''),
('routing', 'ant_nets', '0', ''),
('synthesis', 'synth-async-reset-ratio', '29.0', '%'),
('flow_run', 'stage_log_warnings', '31', ''),
('clocking', 'ctsRootBufferMaster', 'clkbuf_8', ''),
('synthesis', 'top_area_cell', 'dfxtp_1', ''),
('routing', 'first_iter_violations', '55', ''),
('floorplanning', 'placeableCoreArea', '0.00920', 'sq mm'),
('layout', 'finish.cell_count_without_fillers', '405', ''),
('worst_setup_path', 'critical_path_arrival', '2.05', 'ns'),
('synthesis', 'topCellsByArea', 'dfxtp_1 27%, dfrtp_1 14%, xnor2_1 8.1%, edfxtp_1 6.4%, ha_1 4.9%', ''),
('final_timing', 'final-setup-viol-count', '0', ''),
('routing', 'via_per_inst', '4.51', ''),
('global_route', 'initial_antenna_violation_count', '0', ''),
('power', 'cellPowerDensity', '688', 'mW/mm^2'),
('final_timing', 'worst_slew_slack_as_a_fraction_of_its_limit', '65.5', '%'),
('routing', 'detailroute.via_count', '1827', ''),
('clocking', 'inserted_clock_buffers', '9', ''),
('clocking', 'post_cts_resized', '0', ''),
('floorplanning', 'dieWidth', '99.0', 'um'),
('synthesis', 'synth-main-ff-cell', 'dfxtp_1', ''),
('power', 'pwr-share-clk', '44.9', '%'),
('layout', 'layout-drive-gt1-share', '9.52', '%'),
('clocking', 'cts_post_setup_buffers_inserted', '0', ''),
('power', 'switching_share', '21.7', '%'),
('power', 'power.ir.vdd_worst', '283', 'uV'),
('global_route', 'grt_max_degree', '12', ''),
('clocking', 'clk_transition_reported_paths', '0.07', 'ns'),
('clocking', 'tritoncts_num_sinks', '62', ''),
('final_timing', 'fin_skew', '0.00879', 'ns'),
('synthesis', 'synth_xor_xnor_area_share', '12.1', '%'),
('place', 'hpwlAfterDp', '2910', 'um'),
('final_timing', 'part_of_the_cycle_the_worst_path_needs', '93.3', '%'),
('synthesis', 'synth_seq_share', '49.4', '%'),
('power', 'power.leakage', '1.30', 'nW'),
('global_route', 'grt_pass1_vias', '1751', ''),
('routing', 'route.final.wire_length', '4210', 'um'),
('power', 'power_switching', '0.000493', 'W'),
('place', 'dpl_cell_area', '0.00304', 'sq mm'),
('synthesis', 'netlist.area_leader.share', '27.0', '%'),
('floorplanning', 'std_cell_rows', '35', ''),
('worst_setup_path', 'worstPathRequired', '2.24', 'ns'),
('worst_setup_path', 'critPathLaunchType', 'register', ''),
('final_timing', 'rsz0062_at_grt', 'false', ''),
('final_timing', 'timing.final.hold_violations', '0', ''),
('layout', 'syn_to_final_growth', '17.0', '%'),
('global_route', 'globalRouteTotalUtil', '9.85', '%'),
('synthesis', 'yosys-stat-cells', '272', ''),
('place', 'placement.io_buffers', '12', ''),
('routing', 'post-route-drc-count', '0', ''),
('synthesis', 'postSynthRegisterBits', '62', ''),
('synthesis', 'post-synth-top-count-cell', 'dfxtp_1', ''),
('hold_path', 'timing.hold.worst.class', 'register to register', ''),
('clocking', 'cts-root-to-sink-buffers', '2', ''),
('clocking', 'cts_tree', 'done', ''),
('final_timing', 'min_period', '2.61', 'ns'),
('synthesis', 'synthesis.yosys.warnings', '3', ''),
('floorplanning', 'initial_core_util', '30.7', '%'),
('worst_setup_path', 'critical_path.endpoint_type', 'primary output', ''),
('routing', 'first_pass_iters', '4', ''),
('power', 'part_of_the_total_power_dissipated_in_sequential_elements', '44.1', '%'),
('synthesis', 'synthesis.area_per_instance', '10.4', 'sq um'),
('synthesis', 'synth.mux.area_fraction', '3.19', '%'),
('synthesis', 'yosys.stat.chipArea', '0.00282', 'sq mm'),
('synthesis', 'yosys-dominant-comb-family', 'simple AND/OR/NAND/NOR gates', ''),
('final_timing', 'worst_slew_pin_slew', '0.514', 'ns'),
('synthesis', 'synth-edff-count', '6', ''),
('power', 'power.total', '0.00227', 'W'),
('power', 'cellInternalPower', '0.00178', 'W');
## worst paths after layout
check	startpoint	endpoint	slack [ns]	cells after the start
worst max-delay path	count1.count[0]	sseg[4]	0.19	6
worst min-delay path	dbA.q_reg[0]	dbA.q_reg[0]	0.43	1
worst max register to register	dbB.q_reg[0]	dbB.state_reg[3]	1.12	6
worst min register to register	dbA.q_reg[0]	dbA.q_reg[0]	0.43	1
max in group asynchronous	reset	dbA.state_reg[0]	1.69	3
min in group asynchronous	reset	dbB.state_reg[5]	0.54	2
## final cells by class
| type | count | area [sq um] |
|---|---|---|
| Clock buffer | 9 | 124 |
| Fill cell | 899 | 5890 |
| Inverter | 17 | 63.8 |
| Clock inverter | 7 | 136 |
| Sequential cell | 62 | 1390 |
| Multi-Input combinational cell | 186 | 1320 |
| Tap cell | 111 | 139 |
| Timing Repair Buffer | 13 | 128 |
## per-layer routing
metal | track usage [%] | wire length, um | vias up
met1 | 15.1 | 2220 | 848
met4 | 1.72 | 72 | 0
li1 | - | - | 951
met2 | 14.7 | 1800 | 21
met5 | 0 | 0 | -
met3 | 2.31 | 109 | 7
## worst max-delay path, cell delays in order, from the launching register on
cell	delay, ns
edfxtp_1	0.48
inv_1	0.19
ha_1	0.27
a21oi_1	0.13
nor2_1	0.05
a21oi_1	0.13
clkdlybuf4s50_1	0.47
## power by group through the flow
stage	clock network (W)	registers (W)	logic, W
CTS	0.00104	0.00100	0.000256
global route	0.00109	0.00101	0.000293
finish	0.00102	0.00100	0.000250
## kinds of logic after synthesis
family	Yosys count
simple gates	100
flops	62
xor+xnor	39
buf+inv	27
compound gates	21
fa+ha+maj	12
mux	9
other cells	2
## placed cells by master, fill, tap and decap left out, drive strengths merged, types with 2 or more instances in the layout
master and count:
nand4 9, nor4b 3, and3 2, dfrtp 16
dfxtp 38, clkbuf 9, nor2 22, or4 2
nand3 14, clkdlybuf4s50 12, edfxtp 6, a21oi 12
nor3 4, mux2i 9, o21ai 2, o22ai 2
xor2 13, inv 17, bufinv 4, nand2b 6
xnor2 26, conb 5, o31ai 2, clkinv 2
nand2 22, dfstp 2, and4 3, nor4 10
o2bb2ai 2, ha 11, nor2b 2
## through the flow
step	hold slack (ns)	worst slack [ns]
after floorplan	0.402	1.16
after global placement	0.419	0.594
after detailed placement	0.423	0.553
after CTS	0.440	0.155
after global routing	0.468	0.0285
final	0.433	0.186
Power is estimated from default activity; no workload was simulated.
