$ cat flow/config.mk
export PLATFORM = sky130hd
export DESIGN_NAME = top_asm_ex
export DESIGN_NICKNAME = top_asm_ex
export VERILOG_FILES = /design/flow/design.v
export SDC_FILE = /design/flow/constraint.sdc
export NUM_CORES = 4
export LEC_CHECK = 1
export CORE_AREA = 10 10 90 90
export DIE_AREA = 0 0 100 100
$ cat flow/constraint.sdc
current_design top_asm_ex

set clk_period 1.5
set clk_io_pct 0.2

create_clock -name clk0 -period $clk_period [get_ports {clk}]

set non_clock_inputs [all_inputs -no_clocks]
set_input_delay [expr $clk_period * $clk_io_pct] -clock clk0 $non_clock_inputs
set_output_delay [expr $clk_period * $clk_io_pct] -clock clk0 [all_outputs]
$ cat flow/design.v
module sevenSegValue (
	input wire [3:0] d_in,
	output reg [3:0] an,   
  output reg [7:0] sseg  
);
   always @*
   begin
      case(d_in)
         4'b0000: sseg[7:0] = 8'b00000011;
         4'b0001: sseg[7:0] = 8'b10011111;
         4'b0010: sseg[7:0] = 8'b00100101;
         4'b0011: sseg[7:0] = 8'b00001101;
         4'b0100: sseg[7:0] = 8'b10011001;
         4'b0101: sseg[7:0] = 8'b01001001;
         4'b0110: sseg[7:0] = 8'b01000001;
         4'b0111: sseg[7:0] = 8'b00011111;
         4'b1000: sseg[7:0] = 8'b00000001;
         4'b1001: sseg[7:0] = 8'b00001001;
         default: sseg[7:0] = 8'b01110001;   
     endcase
	  an = 4'b1110;  
   end
endmodule
`timescale 1ns / 1ps
module asm_ex(
    input clk, start, reset,
	 input [3:0] din,
	 output reg [6:0] dout,
	 output reg done_tick
);
reg [1:0] next_s, current_s;
reg [3:0] next_n, n;
reg [6:0] next_fn, fn;  
localparam idle=2'b00, op=2'b01, done=2'b10;
always @(posedge clk, posedge reset)
if (reset) 
	begin
		current_s <= idle;
		n <= 0;
		fn <= 1;
	end	
else
	begin
		current_s <= next_s;
		n <= next_n;
		fn <= next_fn;
	end	
always @* begin
	next_s = current_s;
	next_n = n;
	next_fn = fn;
	done_tick = 0;
	dout = 0;
	case(current_s)
		idle: 
			begin
				next_n=0;
				next_fn=1;
				next_s = (start) ? ((din==0) ? done:op) : idle;
			end
		op:
			begin
				next_n = n + 1;
				next_fn = fn + 5;
				next_s = (n==din) ? done : op;
			end
		done:
			begin
				done_tick = 1'b1;
				dout = fn;
				next_s  = idle;
			end
		default: next_s = idle;	
	endcase  
end  
endmodule
`timescale 1ns / 1ps
module top_asm_ex(
	input reset, clk,
	input [4:0] sw,
	output [3:0] an,
	output [7:0] sseg,
	output [0:0] led
);
wire [6:0] dout;
asm_ex uut(
    .clk (clk),
	 .start (sw[4]),
	 .reset (reset),
	 .din (sw[3:0]),
	 .dout(dout),
	 .done_tick (led)
);
sevenSegValue uut1(
	.d_in(dout),
	.an(an),
	.sseg(sseg)
);
endmodule
$ cat flow/run.sh
#!/bin/bash
# OpenROAD 26Q1-2900-gdf79404cd8, Yosys 0.63+post, stock flow scripts
make -C /OpenROAD-flow-scripts/flow DESIGN_CONFIG=/design/flow/config.mk WORK_HOME=/design/flow/orfs finish
==> flow_summary.html <==
<!-- implementation run metrics -->
<table>
<tr><th>Metric</th><th>Value</th></tr>
<tr><th colspan="2">Min path</th></tr>
<tr><td>Class of the tightest hold or removal check</td><td>in2async</td></tr>
<tr><th colspan="2">Die</th></tr>
<tr><td>Area of the core</td><td>0.00628 mm2</td></tr>
<tr><td>Die area</td><td>0.0100 mm2</td></tr>
<tr><td>Number of placement rows</td><td>29</td></tr>
<tr><td>Horizontal die size</td><td>100 um</td></tr>
<tr><td>Starting Density</td><td>0.120</td></tr>
<tr><td>Vertical die dimension</td><td>100 um</td></tr>
<tr><td>Number of I/O pins</td><td>20</td></tr>
<tr><th colspan="2">Layout</th></tr>
<tr><td>Non-filler instance count after layout</td><td>196</td></tr>
<tr><td>Fraction of layout cells with a size suffix above 1</td><td>0.378</td></tr>
<tr><td>Area growth, synth to finish</td><td>55.1%</td></tr>
<tr><td>Final Util</td><td>0.186</td></tr>
<tr><th colspan="2">STA</th></tr>
<tr><td>PnR worst setup slack</td><td>-0.172 ns</td></tr>
<tr><td>Fin Setup TNS</td><td>-0.900 ns</td></tr>
<tr><td>Final critical delay including setup and external delays</td><td>1.67 ns</td></tr>
<tr><td>Maximum operating frequency</td><td>~0.60 GHz</td></tr>
<tr><td>RSZ-0062 raised after global routing</td><td>true</td></tr>
<tr><td>Total of endpoints with negative setup slack in the final report</td><td>7</td></tr>
<tr><td>Final tally of max-slew violations</td><td>0</td></tr>
<tr><td>Share of the cycle needed by the critical path after routing</td><td>1.11</td></tr>
<tr><td>Number of hold violations in the final report</td><td>0</td></tr>
<tr><td>Final setup skew</td><td>0.00359 ns</td></tr>
<tr><th colspan="2">Setup path</th></tr>
<tr><td>Critical-path top delay cell</td><td>sky130_fd_sc_hd__dfstp_2</td></tr>
<tr><td>Nature of the critical path endpoint</td><td>output pin</td></tr>
<tr><td>Top delay family on crit path</td><td>flip-flops</td></tr>
<tr><td>Worst Reg-to-Reg Cells</td><td>7</td></tr>
<tr><td>Sort of element at the start of the critical path</td><td>flip-flop</td></tr>
<tr><td>Crit path buffers/inverters</td><td>3</td></tr>
<tr><td>CP Depth</td><td>6</td></tr>
<tr><td>Crit Path Category</td><td>reg2out</td></tr>
<tr><td>CP arrival</td><td>1.37 ns</td></tr>
<tr><td>CP required</td><td>1.20 ns</td></tr>
<tr><td>List of cells traversed by the critical path</td><td>buf_12 &gt; buf_4 &gt; nor2_1 &gt; o22ai_1 &gt; a21boi_1 &gt; buf_2</td></tr>
<tr><td>Peak per-stage delay on the critical path</td><td>roughly 0.56 ns</td></tr>
<tr><td>Maximum net fanout on the critical path</td><td>5</td></tr>
<tr><th colspan="2">Synth</th></tr>
<tr><td>Proportion of synthesized chip area in sequential cells</td><td>0.368</td></tr>
<tr><td>Synthesis-stage register bit count</td><td>11</td></tr>
<tr><td>Total number of yosys warnings</td><td>3</td></tr>
<tr><td>Number of standard cells reported by yosys</td><td>just under 90</td></tr>
<tr><td>Post-synth EDFFs</td><td>0</td></tr>
<tr><td>Cell types with the largest area share after synthesis</td><td>sky130_fd_sc_hd__dfrtp_1 30%, sky130_fd_sc_hd__buf_4 7.0%, sky130_fd_sc_hd__dfstp_2 7.0%</td></tr>
<tr><td>Count of mapped cells out of synthesis</td><td>roughly 90</td></tr>
<tr><td>Most repeated cell in the gate-level netlist after synthesis</td><td>sky130_fd_sc_hd__dfrtp_1</td></tr>
<tr><td>Mean instance size in the synthesized netlist</td><td>8.57 um2</td></tr>
<tr><td>Top cell area share</td><td>0.299</td></tr>
<tr><td>Total standard cell area after synthesis</td><td>754 um2</td></tr>
<tr><td>Async SR Flop Fraction</td><td>1.00</td></tr>
<tr><td>Primary flip-flop cell chosen by synthesis mapping</td><td>sky130_fd_sc_hd__dfrtp_1</td></tr>
<tr><td>Synth top cells by count</td><td>9 x sky130_fd_sc_hd__dfrtp_1, 8 x sky130_fd_sc_hd__o21ai_0, 7 x sky130_fd_sc_hd__buf_4</td></tr>
<tr><td>Synth area leader</td><td>sky130_fd_sc_hd__dfrtp_1</td></tr>
<tr><td>Total cell area reported by yosys after synthesis</td><td>754 um2</td></tr>
<tr><td>Yosys cell types</td><td>31</td></tr>
<tr><th colspan="2">Detailed routing</th></tr>
<tr><td>Detailed Route WL</td><td>2000 um</td></tr>
<tr><td>Avg Vias per Cell</td><td>3.53</td></tr>
<tr><td>Number of remaining DRC errors</td><td>0</td></tr>
<tr><td>Met1 wire length</td><td>a little over 1000 um</td></tr>
<tr><td>Detail Route met3 WL</td><td>113 um</td></tr>
<tr><td>Met2 layer wire length in the routed design</td><td>867 um</td></tr>
<tr><td>Total via count after detailed routing</td><td>691</td></tr>
<tr><td>Diodes inserted</td><td>0</td></tr>
<tr><td>First DRT Iteration DRCs</td><td>27</td></tr>
<tr><td>Routed wire per std cell</td><td>10.2 um</td></tr>
<tr><td>First drt pass iteration count</td><td>4</td></tr>
<tr><td>Final antenna-violating net count</td><td>0</td></tr>
<tr><td>Top routing layer in use</td><td>met3</td></tr>
<tr><th colspan="2">Placement</th></tr>
<tr><td>Placed wire-length estimate</td><td>1380 um</td></tr>
<tr><td>Minimum setup slack after placement</td><td>-0.242 ns</td></tr>
<tr><td>Routability Congestion</td><td>0.768</td></tr>
<tr><td>Instance count after placement with tap cells included</td><td>180</td></tr>
<tr><td>Buffers added on ports</td><td>14</td></tr>
<tr><th colspan="2">Clock tree</th></tr>
<tr><td>TritonCTS buffer count</td><td>3</td></tr>
<tr><td>TritonCTS clock tree</td><td>done</td></tr>
<tr><td>Clock-pin slew on the worst setup and hold paths</td><td>0.05 ns</td></tr>
<tr><td>Maximum clock path buffer count</td><td>2</td></tr>
<tr><td>Number of H-tree levels</td><td>1</td></tr>
<tr><td>CTS Root Cell</td><td>sky130_fd_sc_hd__clkbuf_8</td></tr>
<tr><td>Clock network latency to the later pin of the worst-skew pair</td><td>0.24 ns</td></tr>
<tr><td>TritonCTS sink count</td><td>11</td></tr>
<tr><th colspan="2">Global route</th></tr>
<tr><td>Total routing resource utilization after global routing</td><td>0.0395</td></tr>
<tr><td>First-pass GRT wire length</td><td>3290 um</td></tr>
<tr><td>Total congestion overflow</td><td>0</td></tr>
<tr><td>Via count of the first global-routing pass</td><td>about 700</td></tr>
<tr><td>Initial antenna violation count</td><td>0</td></tr>
<tr><td>Maximum number of pins on one net before global-route repair</td><td>14</td></tr>
<tr><th colspan="2">Run</th></tr>
<tr><td>OpenROAD warning count</td><td>27</td></tr>
<tr><td>Total of max-cap violations</td><td>0</td></tr>
<tr><th colspan="2">Run status</th></tr>
<tr><td>Violations in the final reports</td><td>negative setup slack</td></tr>
<tr><td>Outcome</td><td>finished, violations left</td></tr>
<tr><th colspan="2">Power</th></tr>
<tr><td>Peak supply drop</td><td>568 uV</td></tr>
<tr><td>Static Leak</td><td>0.528 nW</td></tr>
<tr><td>Total power density per cell area</td><td>roughly 1900 mW/mm2</td></tr>
</table>
registers in the layout (all words and copies together) (netlist names):
| register | count |
|---|---|
| uut.current_s | 3 |
| uut.fn | 4 |
| uut.n | 4 |
metal layers:
metal  global-route usage  vias up
met1               0.0554      319
li1                     -      359
met4              0.00217        0
met5                    0        -
met2               0.0587       13
met3               0.0160        0
area by class of cell:
class	instances	area, um2
Multi-Input combinational cell	64	425
Tap cell	77	96.3
Clock buffer	4	45.0
Fill cell	675	5110
Sequential cell	11	283
Inverter	6	22.5
Timing Repair Buffer	34	298
through the flow:
stage	total power [W]	hold WS [ns]	instance area [um2]
floorplan	0.00123	0.151	766
global placement	0.00151	0.533	1010
detailed placement	0.00153	0.536	1010
CTS	0.00212	0.416	1140
global route	0.00242	0.429	1170
finish	0.00222	0.378	1170
cells in the final DEF, fill, tap and decap left out, types with 2 or more instances in the layout:
master / count
sky130_fd_sc_hd__a21boi_1: 2
sky130_fd_sc_hd__a21oi_1: 4
sky130_fd_sc_hd__buf_2: 6
sky130_fd_sc_hd__buf_4: 12
sky130_fd_sc_hd__buf_6: 7
sky130_fd_sc_hd__clkbuf_8: 3
sky130_fd_sc_hd__clkdlybuf4s50_1: 7
sky130_fd_sc_hd__conb_1: 5
sky130_fd_sc_hd__dfrtp_1: 5
sky130_fd_sc_hd__dfrtp_2: 4
sky130_fd_sc_hd__dfstp_2: 2
sky130_fd_sc_hd__inv_1: 5
sky130_fd_sc_hd__nand2_1: 6
sky130_fd_sc_hd__nand3_1: 2
sky130_fd_sc_hd__nor2_1: 5
sky130_fd_sc_hd__nor2b_1: 4
sky130_fd_sc_hd__o21ai_0: 5
sky130_fd_sc_hd__o21ai_1: 4
sky130_fd_sc_hd__o22ai_1: 3
sky130_fd_sc_hd__xor2_1: 6
cells by family after synthesis:
kind of cell	Yosys count	share of synthesized area
and+or+nand+nor	24	0.168
xor gates and xnor gates	6	0.0697
buffers and inverters	16	0.119
other	2	0.00995
adders and majority gates	3	0.0481
DFF	11	0.368
AOI/OAI and AO/OA	26	0.217
where the power goes:
part	switching, W	internal (W)
combinational	0.000543	0.000739
sequential	0.000197	0.000447
clock	0.000112	0.000187
total	0.000851	0.00137
timing repair:
action | in CTS | in global routing
resized | 31 | 8
setup buffers | 12 | 0
endpoints found under the setup margin | 8 | 10
hold buffers | 0 | 0
pin swaps | 7 | 5
worst paths after layout:
| path | from | slack (ns) | endpoint |
|---|---|---|---|
| min in group clk0 | uut.current_s[0] | 0.55 | uut.current_s[0] |
| setup reg to reg | uut.fn[1] | 0.06 | uut.fn[3] |
| setup / recovery | uut.fn[0] | -0.17 | sseg[4] |
| hold reg to reg | uut.current_s[0] | 0.55 | uut.current_s[0] |
| max in group asynchronous | reset | 0.79 | uut.current_s[0] |
| hold / removal | reset | 0.38 | uut.n[2] |
Power is estimated from default activity; no workload was simulated.
