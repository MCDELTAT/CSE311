==> design/flow/design.v <==
`timescale 1ns / 1ps
module PWM(
	input wire clk, reset,
	input wire [3:0] duty_cycle,
	output wire [7:0] sevenSegData,
	output pwm,
	output [3:0] an
);
wire new_clock;
wire [3:0] count;
assign sevenSegData = 8'b00100101;
freq_divider freq1 (
	.clk (clk),
	.new_clk (new_clock)
);
counter counter1 (
	.clk (new_clock),
	.count (count)
);
comparator comp1 (
	.a_const (duty_cycle),
	.b_var (count),
	.d_out (pwm)
);
decoder2_4 dec1 (
	.clk (clk),
	.reset (reset),
	.pwm (pwm),
	.an (an)
);
endmodule
`timescale 1ns / 1ps
module comparator(
	input wire [3:0] a_const,
	input wire [3:0] b_var,
	output wire d_out
);
assign d_out = (b_var < a_const) ? 1:((a_const==4'b1111) ? 1:0);
endmodule
`timescale 1ns / 1ps
module counter(
	input wire clk,
	output reg [3:0] count
);
initial begin
	count = 4'b0000;
end
always @(posedge clk)
	begin
		count = (count==4'b1111) ? 0:(count+1);
	end
endmodule
`timescale 1ns / 1ps
module decoder2_4(
	input wire clk, reset,
	input wire pwm,
	output reg [3:0] an
);
localparam N = 18;
reg [N-1:0] q_reg;
wire [N-1:0] q_next;
always @(posedge clk, posedge reset)
	if (reset)
		q_reg <= 0;
   else
      q_reg <= q_next;
assign q_next = q_reg + 1;
always @*
	case (q_reg[N-1:N-2])
		2'b00: an = {3'b111, ~pwm};
		2'b01: an = {2'b11, ~pwm, 1'b1};
		2'b10: an = {1'b1, ~pwm, 2'b11};
		2'b11: an = {~pwm, 3'b111};
	endcase
endmodule
`timescale 1ns / 1ps
module freq_divider(
    input wire clk,
	 output reg new_clk
);
reg [3:0] count;
initial begin
	count = 0;
end
always@(posedge clk)
	begin
		count <= count+1;
	end
always@*
	begin
		new_clk = (count==0) ? 1:0;
	end	
endmodule
==> design/flow/run.sh <==
#!/bin/bash
# OpenROAD 26Q1-2900-gdf79404cd8, Yosys 0.63+post, stock flow scripts
make -C /OpenROAD-flow-scripts/flow DESIGN_CONFIG=/design/flow/config.mk WORK_HOME=/design/flow/orfs finish
==> design/flow/config.mk <==
export PLATFORM = sky130hd
export DESIGN_NAME = PWM
export DESIGN_NICKNAME = PWM
export VERILOG_FILES = /design/flow/design.v
export SDC_FILE = /design/flow/constraint.sdc
export NUM_CORES = 4
export LEC_CHECK = 1
export CORE_AREA = 10 10 92 92
export DIE_AREA = 0 0 102 102
==> design/flow/constraint.sdc <==
current_design PWM

set clk_period 4.3
set clk_io_pct 0.2

create_clock -name clk0 -period $clk_period [get_ports {clk}]

set non_clock_inputs [all_inputs -no_clocks]
set_input_delay [expr $clk_period * $clk_io_pct] -clock clk0 $non_clock_inputs
set_output_delay [expr $clk_period * $clk_io_pct] -clock clk0 [all_outputs]
==> out/metrics.yaml <==
placement:
  hpwl_um: 1431
  numPlacedInstances: 205
  pre_cts_ws_ns: 0.6847
  portBuffers: 10
  place.gp.congestion: 0.7976
  placed_area_mm2: 0.001413
yosys:
  mux_share_pct: 0
  syn_area_mm2: 0.001254
  postSynthSeqShare_pct: 48.70
  avgSynthCellArea_um2: 10.45
  ys_warn_count: 3
  ys_cells: 120
  synth-async-reset-ratio_pct: 69.23
  aoi_share_pct: 6.188
  synth.top_cell.area_share_pct: 35.93
  synth-main-ff-cell: "dfrtp_1"
  ys_ff: 26
  synthMostInstantiatedCell: "dfrtp_1"
  simple_gate_area_share_pct: 16.47
  synth_cells: 120
  top_cells_by_count: "18 x dfrtp_1, 12 x xnor2_1, 10 x inv_1, 8 x buf_4, 8 x dfxtp_1"
  yosys_area_mm2: 0.001254
  logic_family: "simple AND/OR/NAND/NOR gates"
  adder_share_pct: 6.986
  synth-edff-count: 0
  synth_cell_types: 27
  xor_area_share_pct: 13.27
  yosys-top-cells-area: "dfrtp_1 36%, dfxtp_1 13%, xnor2_1 8.4%, ha_1 7.0%, xor2_1 4.9%"
  yosysTopAreaCell: "dfrtp_1"
floorplan:
  core_mm2: 0.006459
  io_pins: 19
  num_rows: 29
  initial_core_util_pct: 19.41
  dieHeight_um: 102
  die_width_um: 102
  die_area_mm2: 0.01040
routing:
  drt-wirelength-per-cell_um: 8.809
  totalWireLength_um: 1841
  viasPerCell: 3.780
  firstDrtPassIters: 2
  first_iter_violations: 38
  drc: 0
  insertedDiodeCount: 0
  drtAntennaViolNets: 0
  vias: 790
global_route:
  grtUsageTotal_pct: 3.650
  grt-ovfl-total: 0
  first_global_vias: 776
  grt_pass1_wl_um: 3215
  antenna_found_initial: 0
  grt_max_degree: 19
critical_path:
  critPathRequiredTime_ns: 3.44
  crit_path_frequent_cell: "clkdlybuf4s50_1"
  worst_path_largest_cell_delay_ns: 0.47
  crit_fanout: 5
  cp_slowest_cell: "clkdlybuf4s50_1"
  cp-start-kind: "input port"
  crit_type: "in -> out"
  crit_arrival_ns: 2.77
  end_kind: "output port"
  crit_chain: "clkdlybuf4s50_1 -> inv_1 -> ha_1 -> a21o_1 -> a21oi_1 -> o21a_1 -> clkdlybuf4s50_1"
run_status:
  status: "complete, no violations"
final_timing:
  worst_slew_pin_slew_ns: 0.6993
  maxSlewViolCount: 0
  tns_ns: 0
  finalClockSkew_ns: 0.003177
  relSlewSlack_pct: 53.33
  max_freq_ghz: 0.2753
  finalCriticalPeriod_ns: 3.633
  fin_ws_ns: 0.6675
  untimed_endpoints: 4
  hold_slack_ns: 0.4281
  setup_violations: 0
  unclocked_regs: 4
  finalClockPeriodUsage_pct: 84.48
  finalHoldViolCount: 0
  rsz0062_at_grt: "no"
flow_run:
  warnings: 26
  cap_violations: 0
clock_tree:
  cts_tree: "done"
  post_cts_buffers: 0
  numCtsBuffers: 3
  clock_path_buffers: 2
  clk_pin_slew_worst_paths_ns: 0.07
  cts-root-buf: "clkbuf_8"
  clk_latency_ns: 0.25
  holdBufCountCts: 0
  htreeDepth: 1
  cts-resized-gates: 0
final_layout:
  drive_gt1_share_pct: 6.061
  largest_reg_flops: 18
  layoutNonFillerInstCount: 209
  syn_to_final_growth_pct: 17.07
  design_area_mm2: 0.001468
power_and_ir_drop:
  power_frac_seq_pct: 56.9
  switching_power_w: 0.00006811
  netSwitchingFraction_pct: 18.81
  p_clk_share_pct: 39.3
  intPower_w: 0.0002940
  combPwrFrac_pct: 3.7
  power.density_mw_per_mm2: 246.7
  p_leak_nw: 0.6637
  ir_drop_uv: 93.30
hold_path:
  hold_path.class: "reg -> reg"
[area by class of cell]
cell class	count	area [um^2]
Fill cell	696	4991
Sequential cell	26	610.6
Multi-Input combinational cell	82	568.0
Timing Repair Buffer	10	100.1
Tap cell	77	96.34
Clock buffer	4	55.05
Inverter	10	37.54
[worst max-delay path, delay by kind of cell]
kind	cells	cell delay [ns]
buffers and inverters	3	0.98
AOI/OAI and AO/OA	3	0.65
adders and majority gates	1	0.28
[routing by layer]
layer	global-route usage, %	routed length (um)
met3	1.704	157
met2	5.926	780
met1	4.442	881
met5	0	0
met4	0.5423	21
[metrics by stage]
stage,utilization (%),total power [W]
finish,22.72,0.0003621
global route,22.72,0.0003817
CTS,22.72,0.0003695
detailed placement,21.87,0.0002245
global placement,21.87,0.0002245
floorplan,-,0.0002214
[power by group through the flow]
stage	Clock (W)	Sequential [W]	Combinational, W
5_1_grt	0.000160	0.000206	0.0000158
6_report	0.000142	0.000206	0.0000135
4_1_cts	0.000149	0.000206	0.0000143
[path summary, 6_finish.rpt]
check | startpoint | end | slack (ns) | cells past startpoint
setup / recovery | duty_cycle[1] | pwm | 0.67 | 7
setup reg to reg | dec1.q_reg[0] | dec1.q_reg[16] | 2.94 | 5
min in group asynchronous | reset | dec1.q_reg[7] | 1.01 | 2
hold / removal | freq1.count[0] | freq1.count[0] | 0.43 | 1
hold reg to reg | freq1.count[0] | freq1.count[0] | 0.43 | 1
max in group asynchronous | reset | dec1.q_reg[6] | 2.84 | 2
[cell families (layout without fill, tap and decap cells)]
| group | after synthesis | in the layout |
|---|---|---|
| XOR/XNOR | 19 | 19 |
| other | 2 | 8 |
| AND-OR/OR-AND | 12 | 12 |
| flip-flops | 26 | 26 |
| AND/OR/NAND/NOR | 36 | 36 |
| buffers and inverters | 18 | 24 |
| adder cells (fa/ha/maj) | 7 | 7 |
[cells in the final DEF (no fill, tap or decap)]
master	n
dfrtp_1	18
xnor2_1	12
inv_1	10
clkdlybuf4s50_1	10
conb_1	8
dfxtp_1	8
xor2_1	7
nand3_1	7
ha_1	7
nand2_1	6
nor2_1	6
nand4_1	5
o211ai_1	4
clkbuf_8	4
a31oi_1	2
a21oi_1	2
nor2b_1	2
nor3_2	2
and3_1	2
o21ai_0	2
nand2b_1	1
a21o_1	1
o21a_1	1
nand4_2	1
or2_4	1
and4_1	1
and2_1	1
nor3b_1	1
Power figures rest on the tool's default switching activity, not on a simulated workload.
